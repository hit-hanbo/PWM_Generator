===== config.mk =====
export PLATFORM = sky130hd
export DESIGN_NAME = top_module
export DESIGN_NICKNAME = top_module
export VERILOG_FILES = /design/flow/design.v
export SDC_FILE = /design/flow/constraint.sdc
export NUM_CORES = 4
export LEC_CHECK = 1
export CORE_UTILIZATION = 40

===== constraint.sdc =====
current_design top_module

set clk_period 2.4
set clk_io_pct 0.2

create_clock -name clk0 -period $clk_period [get_ports {Key_Switch}]
create_clock -name clk1 -period $clk_period [get_ports {Key_Up}]
create_clock -name clk2 -period $clk_period [get_ports {clk}]

set non_clock_inputs [all_inputs -no_clocks]
set_input_delay [expr $clk_period * $clk_io_pct] -clock clk0 $non_clock_inputs
set_output_delay [expr $clk_period * $clk_io_pct] -clock clk0 [all_outputs]

===== run.sh =====
#!/bin/bash
# OpenROAD 26Q1-2900-gdf79404cd8, Yosys 0.63+post, stock flow scripts
make -C /OpenROAD-flow-scripts/flow DESIGN_CONFIG=/design/flow/config.mk WORK_HOME=/design/flow/orfs finish

===== design.v =====
`timescale 1ns / 1ps
module top_module(clk, Key_Up, Key_Switch, SEG_A, SEG_D, PWM1, PWM2, clk_1MHz, clk_1KHz, clk_50Hz);
	input clk, Key_Up, Key_Switch;
	output [3:0] SEG_A;
	output [7:0] SEG_D;
	output PWM1, PWM2;
	output clk_1MHz, clk_1KHz, clk_50Hz;
	wire clk_1MHz, clk_1KHz, clk_50Hz;
	reg [4:0] duty1 = 0;
	reg [4:0] duty2 = 0;
	reg Channel = 0;
	always @(posedge Key_Switch)
	begin
		Channel <= ~Channel;
	end
	always @(posedge Key_Up)
	begin
		if(Channel)
		begin
			if(duty1 == 5'd20)
				duty1 <= 5'd0;
			else
				duty1 <= duty1 + 5'd1;
		end
		else
		begin
			if(duty2 == 5'd20)
				duty2 <= 5'd0;
			else
				duty2 <= duty2 + 5'd1;
		end
	end
	clks clk_divs(clk, clk_1MHz, clk_1KHz, clk_50Hz);
	PWM_dual_generator pwm1(clk_1KHz, duty1, duty2, SEG_A, SEG_D, PWM1, PWM2, Channel);
endmodule
module clks(clk, clk_1MHz, clk_1KHz, clk_50Hz);
	input clk;
	output clk_1MHz, clk_1KHz, clk_50Hz;
	reg [7:0] clk_1MHz_cnt;
	reg [15:0] clk_1KHz_cnt;
	reg [7:0]  clk_50Hz_cnt;
	reg clk_1MHz, clk_1KHz, clk_50Hz;
	always @(posedge clk)
	begin
		if(clk_1MHz_cnt == 8'd24)
		begin
			clk_1MHz_cnt <= 8'd00;
			clk_1MHz <= ~clk_1MHz;
		end
		else
		begin
			clk_1MHz_cnt <= clk_1MHz_cnt + 8'd1;
		end
	end
	always @(posedge clk)
	begin	
	 if(clk_1KHz_cnt >= 16'd24999)
		begin
			clk_1KHz_cnt <= 16'd0;
			clk_1KHz <= ~clk_1KHz;
		end
		else
		begin
			clk_1KHz_cnt <= clk_1KHz_cnt + 16'd1;
		end
	end
	always @(posedge clk_1KHz)
	begin		
		if(clk_50Hz_cnt == 8'd9)
		begin
			clk_50Hz_cnt <= 8'd0;
			clk_50Hz <= ~clk_50Hz;
		end
		else
		begin
			clk_50Hz_cnt <= clk_50Hz_cnt + 8'd1;
		end
	end
endmodule
module SEG_display(clk, data, SEG_A, SEG_D);
	input clk;
	input [15:0] data;
	output [3:0] SEG_A;
	output [7:0] SEG_D;
	reg [3:0] SEG_A;
	reg [7:0] SEG_D;
	reg [3:0] num = 4'b0000;
	reg [1:0] pos = 2'b00;
	always @(posedge clk)
	begin
		case(pos)
			2'b00: begin num <= data[3:0]; SEG_A <= 4'b1110;end
			2'b01: begin num <= data[7:4]; SEG_A <= 4'b1101;end
			2'b10: begin num <= data[11:8];SEG_A <= 4'b1011;end
			2'b11: begin num <= data[15:12]; SEG_A <= 4'b0111;end
		endcase
		pos <= pos + 2'b01;
	end
	always 
	begin
		case(num)
			4'h0: SEG_D = 8'h03;
			4'h1: SEG_D = 8'h9f;
			4'h2: SEG_D = 8'h25;
			4'h3: SEG_D = 8'h0d;
			4'h4: SEG_D = 8'h99;
			4'h5: SEG_D = 8'h49;
			4'h6: SEG_D = 8'h41;
			4'h7: SEG_D = 8'h1b;
			4'h8: SEG_D = 8'h01;
			4'h9: SEG_D = 8'h09;
			4'ha: SEG_D = 8'h11;
			4'hb: SEG_D = 8'hc1;
			4'hc: SEG_D = 8'h63;
			4'hd: SEG_D = 8'h85;
			4'he: SEG_D = 8'h61;
			4'hf: SEG_D = 8'hfd;
			default: SEG_D = 8'hff;
		endcase
	end
endmodule
module PWM_dual_generator(clk, duty1, duty2, SEG_A, SEG_D, PWM1, PWM2, Channel);
	input clk, Channel;
	input [7:0] duty1;
	input [7:0] duty2;
	output PWM1, PWM2;
	output [3:0] SEG_A;
	output [7:0] SEG_D;
	reg [7:0] PWM1_CNT, PWM2_CNT;
	reg PWM1, PWM2;
	reg [15:0] SEG_data = 16'h0f00;
	reg [7:0] duty1_level;
	reg [7:0] duty2_level;
	parameter PWM_cycle = 5'd19;
	always
	begin
		if(Channel)
		begin
			SEG_data [15:12] = 4'ha;
		end
		else
		begin
			SEG_data [15:12] = 4'hb;
		end
	end
	always @(posedge clk)
	begin
		if(PWM1_CNT >= PWM_cycle)
		begin
			PWM1_CNT <= 0;
		end
		else
		begin
			PWM1_CNT <= PWM1_CNT + 1;
		end
		if(PWM2_CNT >= PWM_cycle)
		begin
			PWM2_CNT <= 0;
		end
		else
		begin
			PWM2_CNT <= PWM2_CNT + 1;
		end
	end
	always
	begin
		if(PWM1_CNT >= duty1)
		begin
			PWM1 <= 0;
		end
		else
		begin
			PWM1 <= 1;
		end
		if(PWM2_CNT >= duty2)
		begin
			PWM2 <= 0;
		end
		else
		begin
			PWM2 <= 1;
		end
	end
	always
	begin
		if(Channel)
		begin
			SEG_data [7:0] = duty1_level;
		end
		else
		begin
			SEG_data [7:0] = duty2_level;
		end
		case(duty1)
			5'd0:   duty1_level = 8'h00;
			5'd1:   duty1_level = 8'h01;
			5'd2:   duty1_level = 8'h02;
			5'd3:   duty1_level = 8'h03;
			5'd4:   duty1_level = 8'h04;
			5'd5:   duty1_level = 8'h05;
			5'd6:   duty1_level = 8'h06;
			5'd7:   duty1_level = 8'h07;
			5'd8:   duty1_level = 8'h08;
			5'd9:   duty1_level = 8'h09;
			5'd10:  duty1_level = 8'h10;
			5'd11:  duty1_level = 8'h11;
			5'd12:  duty1_level = 8'h12;
			5'd13:  duty1_level = 8'h13;
			5'd14:  duty1_level = 8'h14;
			5'd15:  duty1_level = 8'h15;
			5'd16:  duty1_level = 8'h16;
			5'd17:  duty1_level = 8'h17;
			5'd18:  duty1_level = 8'h18;
			5'd19:  duty1_level = 8'h19;
			5'd20:  duty1_level = 8'h20;
			default: duty1_level = 8'hff;
		endcase
		case(duty2)
			5'd0:   duty2_level = 8'h00;
			5'd1:   duty2_level = 8'h01;
			5'd2:   duty2_level = 8'h02;
			5'd3:   duty2_level = 8'h03;
			5'd4:   duty2_level = 8'h04;
			5'd5:   duty2_level = 8'h05;
			5'd6:   duty2_level = 8'h06;
			5'd7:   duty2_level = 8'h07;
			5'd8:   duty2_level = 8'h08;
			5'd9:   duty2_level = 8'h09;
			5'd10:  duty2_level = 8'h10;
			5'd11:  duty2_level = 8'h11;
			5'd12:  duty2_level = 8'h12;
			5'd13:  duty2_level = 8'h13;
			5'd14:  duty2_level = 8'h14;
			5'd15:  duty2_level = 8'h15;
			5'd16:  duty2_level = 8'h16;
			5'd17:  duty2_level = 8'h17;
			5'd18:  duty2_level = 8'h18;
			5'd19:  duty2_level = 8'h19;
			5'd20:  duty2_level = 8'h20;
			default: duty2_level = 8'hff;
		endcase
	end
	SEG_display seg7(clk, SEG_data, SEG_A, SEG_D);
endmodule

==> impl_metrics.tcl <==
# yosys + openroad results
set metrics [dict create \
    holdPathStages 0 \
    hold_viol 0 \
    grt_pass1_vias 2358 \
    clk_pin_slew_ns 0.05 \
    yosysWarnings 6 \
    wl_met3_um 123 \
    routed_wl_um 5750 \
    chipArea_sq_mm 0.00934 \
    grt_pass1_wl_um 10100 \
    yosys_area_sq_mm 0.00358 \
    post_synth.cell_area_avg_sq_um 9.28 \
    drtIter0Drc 100 \
    via_per_inst 4.86 \
    portBuffers 16 \
    hp-class "reg -> reg" \
    fin_setup_tns_ns 0 \
    skew_ns 0.00167 \
    worstSetupPathType "reg -> out" \
    r2r-start "duty2[0]$_SDFFCE_PN0N_" \
    r2r-end "duty2[1]$_SDFFCE_PN0N_" \
    drc 0 \
    firstDrtPassIters 4 \
    dp_hpwl_um 4330 \
    wl_met1_um 2920 \
    max_stage_delay_ns 0.39 \
    ant_nets 0 \
    critPathMaxFanout 2 \
    outcome "finished clean" \
    track_usage 0.130 \
    synth-seq-cells 72 \
    finalPower_mw 1.14 \
    finalSetupViolCount 0 \
    end_kind "output pin" \
    p_leak_nw 1.62 \
    final_layout_top_logic_cells "dfxtp_1 (59), nor2_1 (49), inv_1 (39), ha_1 (32)" \
    syn_inst 386 \
    routedWlPerCell_um 10.9 \
    synthToLayoutAreaGrowth_pct 12.4 \
    lay_top_count "dfxtp_1" \
    worst-slew-pin-transition_ns 0.818 \
    route.met2.wl_um 2640 \
    startpoint_type "flop" \
    grt_overflow_total 0 \
    io_pins 20 \
    synth_seq_share 0.439 \
    critPathMostFrequentCell "a21o_1" \
    rows 34 \
    insertedDiodeCount 0 \
    critPathRequiredTime_ns 1.92 \
    log.warning_count 40 \
    ff_type "dfxtp_1" \
    unclocked_pins 35 \
    place_congestion 0.872 \
    topCellsByArea "dfxtp_1 (33%), ha_1 (11%), edfxtp_1 (11%), nor2_1 (5.1%), xnor2_1 (4.4%)" \
    yosysTopAreaCell "dfxtp_1" \
    untimed_endpoints 42 \
    path_cells "ha_1, nand2b_1, a21o_1, a21o_1, a31oi_1, dlygate4sd2_1" \
    cts_tree "done" \
    arrival_ns 1.73 \
    r2r_slack_ns 0.57 \
    drive_gt1_frac 0.0671 \
    grt_max_degree 37 \
    slew_viol_final 0 \
    maxSlewHeadroom 0.449 \
    yosys-stat-cells 386 \
    fp.dieW_um 96.6 \
    worst-path-buf-inv 1 \
    rsz0062_at_grt "no" \
    async_reset_ff_frac 0 \
    antenna_found_initial 0 \
    fp.coreArea_sq_mm 0.00868 \
    rr_worst_depth 7 \
    post_synth_num_cell_types 53 \
    power_density_mw_per_mm2 282 \
    synth_top_area_share 0.330 \
    die_h_um 96.6 \
    edf_count 13 \
    fp-utilization 0.413 \
    drv_cap 0 \
    worstHoldStart "Channel$_DFF_P_" \
    syn_area_sq_mm 0.00358 \
    holdPathEnd "duty1[3]$_SDFFCE_PN0P_" \
    path_delay_family "AND-OR/OR-AND gates" \
    num_vias 2553 \
    vdd_drop_max_uv 264 \
    crit_path_top_delay_cell "edfxtp_1" \
    top_layer_used "met4" \
]
## cell usage after synthesis, types with 4 or more instances
library cell / n
xnor2_1: 18
inv_1: 39
ha_1: 32
clkbuf_1: 7
nor3_1: 13
a21oi_1: 11
and3_1: 5
nor2b_1: 7
xor2_1: 10
edfxtp_1: 13
nor2_1: 49
nor4_1: 5
a21o_1: 4
o21ai_0: 20
dfxtp_1: 59
nand3_1: 20
nand2_1: 16
nand4_1: 4
## cells by family after synthesis
| logic type | share of synthesized area |
|---|---|
| simple gates | 0.184 |
| buf+inv | 0.0559 |
| mux | 0.0244 |
| flops | 0.439 |
| compound gates | 0.114 |
| other cells | 0.00210 |
| xor+xnor | 0.0685 |
| fa+ha+maj | 0.112 |
## state kept, by name, summed over array words and instances, names as in the netlist
register,flops
pwm1.seg7.num,4
clk_divs.clk_50Hz_cnt,8
pwm1.seg7.pos,2
duty2,5
clk_divs.clk_1MHz_cnt,8
pwm1.PWM2_CNT,8
pwm1.seg7.SEG_A,4
clk_divs.clk_50Hz,1
clk_divs.clk_1KHz_cnt,16
duty1,5
Channel,1
clk_divs.clk_1KHz,1
pwm1.PWM1_CNT,8
clk_divs.clk_1MHz,1
## through the flow
step | setup WS (ns) | utilization | cell area (sq um) | hold WS [ns] | cells
finish | 0.195 | 0.464 | 4030 | 0.451 | 525
CTS | 0.170 | 0.464 | 4030 | 0.453 | 525
detailed placement | 0.111 | 0.454 | 3940 | 0.441 | 517
global placement | 0.131 | 0.454 | 3940 | 0.431 | 517
global route | 0.0438 | 0.464 | 4030 | 0.460 | 525
floorplan | 0.543 | - | 3600 | 0.417 | 392
## worst max-delay path by stage
| stage | start | endpoint | slack, ns | depth (start not counted) |
|---|---|---|---|---|
| 5_1_grt | duty1[0]$_SDFFCE_PN0P_ | PWM1 | 0.04 | 6 |
| 6_report | duty2[0]$_SDFFCE_PN0N_ | PWM2 | 0.19 | 6 |
| 4_1_cts | duty2[0]$_SDFFCE_PN0N_ | PWM2 | 0.17 | 6 |
## final cells by class
cell class	instances	area, sq um
flip-flops and latches	72	1570
fillers	816	4650
multi-input cells	270	1830
well taps	108	135
repair buffers	29	255
inverters	39	146
clock buffers	7	86.3
## per-layer routing
metal | up-vias | global-route usage
li1 | 1373 | -
met1 | 1149 | 0.196
met2 | 27 | 0.213
met3 | 4 | 0.0140
met4 | 0 | 0.0207
met5 | - | 0
## power by group
group | total [mW] | internal [mW] | switching (mW)
Combinational | 0.0312 | 0.0113 | 0.0199
Sequential | 0.687 | 0.682 | 0.00550
Clock | 0.417 | 0.228 | 0.189
Total | 1.14 | 0.921 | 0.215
## repair_timing
item                       in CTS  in global routing
setup endpoints to repair       2                  0
hold endpoints to repair        0                  0
hold buffers                    0                  0
gates resized                   2                  0
buffers inserted                1                  0
No activity file was given, so power comes from the tool's default toggle rates.
